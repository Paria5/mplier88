===== config.mk =====
export PLATFORM = sky130hd
export DESIGN_NAME = mplier88
export DESIGN_NICKNAME = mplier88
export VERILOG_FILES = /design/flow/design.v
export SDC_FILE = /design/flow/constraint.sdc
export NUM_CORES = 4
export LEC_CHECK = 1
export CORE_UTILIZATION = 30

===== constraint.sdc =====
current_design mplier88

set clk_period 5.2
set clk_io_pct 0.2

create_clock -name clk0 -period $clk_period [get_ports {clock}]

set non_clock_inputs [all_inputs -no_clocks]
set_input_delay [expr $clk_period * $clk_io_pct] -clock clk0 $non_clock_inputs
set_output_delay [expr $clk_period * $clk_io_pct] -clock clk0 [all_outputs]

===== design.v =====
`timescale 1ns / 1ps
module mplier88(clock, start, mplier, mcand, product, done);
        input clock, start;
        input [7:0] mplier;
        input [7:0] mcand;
        output reg done;
        reg [2:0] count = 3'b000;  
        reg [1:0] state = 2'd0;
        reg [1:0] nextState = 2'd0;
        reg [8:0] accA;
        reg [7:0] accB;
        reg shift, load, K, M, add;
        output [15:0] product;
        assign product = {{accA[7:0]}, {accB[7:0]}};
          always @*
            begin
                shift = 1'b0;
                add = 1'b0;
                load = 1'b0;
                done = 1'b0;
                nextState = state;
                case(state)
                    0:
                        begin
                            add = 1'b0;
                            if (start) begin
                                done <= 1'b0;
                                load <= 1'b1;
                                nextState <= 2'd1;
                            end
                            else begin
                                done <= 1'b1;
                                nextState <= 2'd0;
                            end
                        end
                    1:
                        begin
                            M = accB[0];
                            load = 1'b0;
                            if (K) begin
                                add <= 1'b0;
                                shift <= 1'b0;
                                nextState <= 2'd2;
                            end
                            else begin
                                if (M) begin
                                    add <= 1'b1;
                                end
                                else begin
                                    add <= 1'b0;
                                end
                                shift <= 1'b1;
                                nextState <= 2'd1;
                            end
                        end
                    2:
                        begin
                            shift <= 1'b0;
                            done <= 1'b1;
                            nextState <= 2'd0;
                        end        
                    default:
                        begin
                            load = 1'b0;
                            shift = 1'b0;
                            done = 1'b0;
                            add = 1'b0;
                        end         
                endcase        
            end
        always @(posedge clock)
            begin
                M = accB[0];
                state = nextState;
                if (load) begin
                    accA = 9'b000000000;
                    count = 3'b000;
                    accB = mplier;
                end
                else if (add) begin
                    accA = {{1'b0}, {accA[7:0]}};
                    accA = accA + mcand;
                end
                if (shift) begin
                    accA <= {{1'b0}, {accA[8:1]}};
                    accB <= {{accA[0]}, {accB[7:1]}};
                    if (count < 4'd8) begin
                        count <= count + 1;
                    end
                end
                else begin end
                K = count == 3'd7 ? 1'b1 : 1'b0;
            end    
endmodule

===== run.sh =====
#!/bin/bash
# OpenROAD 26Q1-2900-gdf79404cd8, Yosys 0.63+post, stock flow scripts
make -C /OpenROAD-flow-scripts/flow DESIGN_CONFIG=/design/flow/config.mk WORK_HOME=/design/flow/orfs finish

==> notes.md <==
fresh numbers from the pnr run: status=finished, final reports clean, number of flops mapped to enable cells by yosys=3, Dominant flop cell=dfxtp_1, FFs w/ async S/R, synth=0%, fill count=489, remaining antenna violation count=0, 1st-iter DRT viols=42, crit end category=output pin, clock latency (worst-skew pair)=260 ps, Initial Utilization=31.6%, CTS hold repair buffers=0, port buffer count=34, clock tree root buffer cell=clkbuf_8, die area=5360 um2, P&R area growth vs syn=24.9%, Critical Path RT=4160 ps, Post-Synthesis Cells=148, drt pass-1 iters=2, CTS resizes=0, OpenROAD warnings=28, Crit Path Class=primary input to output pin, cell total in the yosys stat output=148, Ant. Diodes=0, synthesized area=1520 um2, Final Setup Violations=0, total power=1.00 mW, Seq/Total Area, Yosys=32.2%, Die Span Y=73.2 um, CTS tree=built, gr usage total=11.1%, Yosys Chip Area=1520 um2, Post-Route Setup TNS=0 ps, fin util=39.5%, total CTS buffers=3, register area=490 um2, clk slew on worst S/H paths=80 ps, postcts setup bufs=0, initial antenna violation count=0, Via density=4.68, RSZ-0062 raised after global routing=no, cell area after layout=1900 um2, tightest hold margin=485 ps, Hold Vio Cnt, Final=0, Max-Slew Margin vs Limit=65.8%, Routed Wire Length=2800 um, routability cong.=0.798, Max FO, Critical Path=3, Cell Type Count=43, DP HPWL=2060 um, P_leak=0.771 nW, minimum clock period=3180 ps, peak supply drop=0.257 mV, Core ar.=4820 um2, CTS sink count=23, WP data arrival=2140 ps, Placed Area=1860 um2, max cap viols=0, Slew Limit Fails=0, first-pass GRT wire length=4620 um, DR DRC count=0, Wirelength per Cell=11.6 um, Worst Tran Pin Value=514 ps, Setup WS pre-CTS=2020 ps, Peak Freq=315 MHz, final worst slack=2020 ps, Tcrit/Tclk final=61.1%, post-placement cell count=237, pin count of the biggest net entering global routing=17, Final Non-Filler Cells=241, die width=73.2 um, logic area=896 um2, layout cells sized above 1=8.62%, clk_skew=3.20 ps, num rows=25, Avg Cell Area, Syn=10.3 um2, vias in the first global route=1014, P per Cell Area=526 nW/um2, grt ovf=0, worst hold path class=flop to flop, H-tree level count=1, nature of the critical path startpoint=primary input, vias post-DR=1129, I/O pin count=35, Synth Warn #=1, Max clock buf depth=2, Post-synth regs=23
## worst max-delay path, stage by stage
cell and delay, ps:
clkdlybuf4s50_1 500, inv_1 60, a21o_1 150, clkdlybuf4s50_1 380
## cell families after synthesis
family / Yosys count / share of synthesized area (%)
and+or+nand+nor: 36 / 13.1
DFF: 23 / 32.2
xor gates and xnor gates: 5 / 2.88
muxes: 14 / 15.3
AOI/OAI and AO/OA: 33 / 14.8
adders and majority gates: 15 / 12.8
buffers and inverters: 22 / 8.96
## path summary, 6_finish.rpt
kind / to / slack (ps) / cells after the start / start
max: done / 2020 / 4 / start
min: accA[8]$_SDFF_PP0_ / 490 / 1 / accA[8]$_SDFF_PP0_
max reg2reg: count[2]$_DFF_P_ / 3170 / 7 / state[0]$_DFFE_PP_
min reg2reg: accA[8]$_SDFF_PP0_ / 490 / 1 / accA[8]$_SDFF_PP0_
## Yosys cell counts, drive strengths merged, types with 3 or more instances
cell type,count,area share [%]
dfxtp,20,26
buf,14,7.0
ha,14,12
nor2,10,2.5
o21ai,10,3.3
a21oi,8,2.9
inv,8,2.0
and2,7,3.0
mux2i,6,3.9
mux4,6,9.9
nand2,4,0.99
a211oi,3,1.5
edfxtp,3,5.9
nand3,3,0.99
nor3,3,0.99
xnor2,3,1.7
## where the power goes
group,internal (mW),leakage [nW],switching (mW)
clock,0.0534,0.0255,0.0553
combinational,0.332,0.545,0.231
sequential,0.261,0.200,0.0680
total,0.646,0.771,0.355
## routing by layer
metal	GRT usage (%)	vias up	part of all wire [%]
li1	-	584	-
met5	0	-	0
met2	16.2	23	41
met3	2.52	2	5.0
met4	1.09	0	0.36
met1	17.7	520	53
## registers in the layout, indices dropped and copies added (netlist names)
name   count
K          1
accA       9
accB       8
count      3
state      2
## layout make-up
type	instances	share of cell area (%)
Multi-Input combinational cell	103	47.1
Sequential cell	23	25.8
Timing Repair Buffer	36	18.7
Tap cell	67	4.41
Clock buffer	3	2.17
Inverter	8	1.58
Clock inverter	1	0.263
## layout by cell type (no fill, tap or decap), types with 2 or more instances in the layout
cell and count:
a211oi_1 3, a21o_1 2, a21oi_1 7, and2_1 6
buf_4 2, clkbuf_8 3, clkdlybuf4s50_1 34, dfxtp_1 20
edfxtp_1 3, ha_1 14, inv_1 8, mux2_2 2
mux2i_1 6, mux4_1 4, mux4_2 2, nand2_1 4
nand2b_1 2, nand3_1 3, nor2_1 10, nor3_1 3
nor3b_1 2, o2111ai_1 2, o21ai_0 9, xnor2_1 3
xor2_1 2
No activity file was given, so power comes from the tool's default toggle rates.
